`/design/flow/run.sh`:
```
#!/bin/bash
# OpenROAD 26Q1-2900-gdf79404cd8, Yosys 0.63+post, stock flow scripts
make -C /OpenROAD-flow-scripts/flow DESIGN_CONFIG=/design/flow/config.mk WORK_HOME=/design/flow/orfs finish
```
`/design/flow/config.mk`:
```
export PLATFORM = sky130hd
export DESIGN_NAME = uart_baud_gen
export DESIGN_NICKNAME = uart_baud_gen
export VERILOG_FILES = /design/flow/design.v
export SDC_FILE = /design/flow/constraint.sdc
export NUM_CORES = 4
export LEC_CHECK = 1
export CORE_AREA = 10 10 70 70
export DIE_AREA = 0 0 80 80
```
`/design/flow/constraint.sdc`:
```
current_design uart_baud_gen

set clk_period 2.0
set clk_io_pct 0.2

create_clock -name clk0 -period $clk_period [get_ports {clk}]

set non_clock_inputs [all_inputs -no_clocks]
set_input_delay [expr $clk_period * $clk_io_pct] -clock clk0 $non_clock_inputs
set_output_delay [expr $clk_period * $clk_io_pct] -clock clk0 [all_outputs]
```
`/design/flow/design.v`:
```
module uart_baud_gen #(
  parameter CLK_FREQ = 50000000,   
  parameter BAUD_RATE = 115200,    
  parameter TICKS_PER_BIT = 16     
) (
  input  logic clk,
  input  logic rst_n,
  output logic tick
);
  localparam DIV_VAL = CLK_FREQ / (BAUD_RATE * TICKS_PER_BIT);
  localparam COUNTER_WIDTH = $clog2(DIV_VAL);
  logic [COUNTER_WIDTH-1:0] counter;
  always_ff @(posedge clk or negedge rst_n) begin
    if (!rst_n) begin
      counter <= '0;
      tick <= 1'b0;
    end else begin
      if (counter >= DIV_VAL - 1) begin
        counter <= '0;
        tick <= 1'b1;
      end else begin
        counter <= counter + 1'b1;
        tick <= 1'b0;
      end
    end
  end
endmodule
```
==> run_results.csv <==
group,metric,value,unit
run_status,status,"complete, no violations",
route,wire_per_inst,5.66,um
worst_setup_path,path_delay_family,"buffers and inverters",
yosys,syn_inst,26,
worst_setup_path,worstPathMaxFanout,1,
route,firstDrtPassIters,5,
clock_tree,cts_tree,"yes",
route,routed_via_density,2.49,
floorplanning,chipHeight,80,um
global_routing,grt_overflow,0,
worst_setup_path,r2r_slack,0.82,ns
route,drcViolationCount,0,
global_routing,grt_pass1_wl,834,um
finish,drive_gt1_share,19.4,%
global_routing,grt_pass1_vias,212,
yosys,synthDistinctLibCells,13,
worst_setup_path,worstPathRequired,1.60,ns
worst_setup_path,startpoint,"tick$_DFF_PN0_",
sta,hold_viol_final,0,
sta,max_freq,0.708,GHz
yosys,area_leaders,"dfrtp_1 55%, ha_1 9.1%, o21ai_0 5.5%",
yosys,logic_family,"AND-OR/OR-AND gates",
clock_tree,clockRootBuffer,"clkbuf_4",
clock_tree,clock_sinks,6,
yosys,yosysTopAreaCellShare,54.5,%
clock_tree,cts-root-to-sink-buffers,2,
finish,layout_top_cell,"dfrtp_1",
floorplanning,row_count,21,
yosys,ys_sh_adder,9.09,%
place,hpwlAfterDp,350,um
sta,relSlewSlack,83.3,%
yosys,ys.flops,6,
route,drt_wl_total,436,um
sta,setup_violations,0,
clock_tree,path_clk_slew,0.04,ns
worst_setup_path,r2r_start,"counter[1]$_DFF_PN0_",
floorplanning,die_x,80,um
yosys,ys_warn_count,1,
yosys,synth-xor-area-share,3.18,%
pwr,cellLeakagePower,0.159,nW
worst_setup_path,crit_cells,1,
route,drtIter0Drc,8,
place,io_buffers,2,
worst_setup_path,r2r_cells,3,
sta,period_minus_slack,1.41,ns
finish,areaGrowthSynthToFinish,36.4,%
run,tool_warnings,26,
floorplanning,die-area,6400,sq um
route,drtAntennaViolNets,0,
route,insertedDiodeCount,0,
clock_tree,cts_resized,0,
worst_setup_path,cp-end-kind,"output pin",
worst_setup_path,critPathSlowestCell,"clkdlybuf4s50_1",
clock_tree,post_cts_buffers,0,
worst_setup_path,cp_cell_sequence,"clkdlybuf4s50_1",
sta,finalMaxSlewViolations,0,
sta,rsz0062_at_grt,"false",
worst_setup_path,worst_ep_arrival_time,1.01,ns
worst_setup_path,cp_slowest_stage_delay,0.46,ns
global_routing,antenna_found_initial,0,
worst_hold_path,hold_path_class,"primary input to async pin",
yosys,simple_gate_area_share,13.6,%
yosys,ys_chip_area,275,sq um
worst_setup_path,crit_end,"tick",
clock_tree,clk_latency,0.23,ns
clock_tree,cts_hold_buf,0,
yosys,ys_sh_mux,0,%
sta,tightest_slew,0.250,ns
worst_setup_path,critical_path_class,"flip-flop to output pin",
floorplanning,initial_core_util,8.06,%
worst_setup_path,crit_path_start_kind,"flip-flop",
finish,lay_top_cells,"6 x dfrtp_1, 3 x inv_1, 3 x o21ai_0, 3 x clkbuf_4",
route,vias,192,
global_routing,grt_max_degree,7,
yosys,largest_area_cell,"dfrtp_1",
floorplanning,ioPinCount,3,
global_routing,grt_use_total,1.56,%
pwr,peakVddDrop,0.283,mV
place,place_area,353,sq um
clock_tree,cts_buffers,3,
worst_setup_path,r2r_end,"counter[2]$_DFF_PN0_",
run,cap_violations,0,
floorplanning,core,3420,sq um
yosys,ys_cells,26,
yosys,aoi_share,15.5,%
clock_tree,cts_max_level,1,
sta,finalClockSkew,0.00136,ns
place,gp_congestion,0.710,
yosys,syn-cell-area,275,sq um
finish,design_area,375,sq um
sta,fin_crit_sh,70.6,%
pwr,powerDensity,612,nW/um^2
sta,final.setup.tns,0,ns
yosys,ys_seq_share,54.5,%
yosys,syn_avg_cell_area,10.6,sq um
worst_setup_path,crit_buf_inv,1,
[synthesized netlist by cell type, drive strengths merged]
library cell / n
nand4: 1
nand2: 2
a22o: 1
ha: 2
a21oi: 2
o21ai: 3
inv: 3
nor3: 1
dfrtp: 6
o31ai: 1
nor2: 3
xor2: 1
[layer usage]
layer  track usage, %  share of wire [%]  up-vias
met4            0.704                  0        0
met3            0.795                9.6        0
met1             2.02                 51       88
met5                0                  0        -
met2             2.09                 39        5
li1                 -                  -       99
[per-stage QoR]
step / util, % / cells / hold WS (ns) / setup slack, ns / power, mW
finish: 11.0 / 77 / 0.396 / 0.587 / 0.230
global route: 11.0 / 77 / 0.401 / 0.522 / 0.245
CTS: 11.0 / 77 / 0.395 / 0.563 / 0.237
detailed placement: 10.3 / 74 / 0.510 / 0.830 / 0.128
global placement: 10.3 / 74 / 0.508 / 0.824 / 0.127
floorplan: - / 26 / 0.104 / 0.895 / 0.124
[kinds of logic after synthesis]
group / Yosys count
flops: 6
compound gates: 7
fa+ha+maj: 2
buf+inv: 3
simple gates: 7
xor+xnor: 1
[area by class of cell]
type                            count  area, sq um
Fill cell                         409         3040
Sequential cell                     6          150
Multi-Input combinational cell     17          114
Tap cell                           46         57.6
Clock buffer                        3         22.5
Timing Repair Buffer                2         20.0
Inverter                            3         11.3
[power breakdown]
part / internal [mW] / leakage (nW) / switching, mW
combinational: 0.00174 / 0.0756 / 0.00204
clock: 0.0674 / 0.0138 / 0.0368
sequential: 0.122 / 0.0693 / 0
[sequential cells by signal, summed over array words and instances, names as in the netlist]
name and cells:
counter 5, tick 1
[worst min path at each step]
| stage | from | to | slack (ns) | cells past startpoint |
|---|---|---|---|---|
| 4_1_cts | rst_n | tick$_DFF_PN0_ | 0.39 | 1 |
| 5_1_grt | rst_n | tick$_DFF_PN0_ | 0.40 | 1 |
| 6_report | rst_n | tick$_DFF_PN0_ | 0.40 | 1 |
Power is estimated from default activity; no workload was simulated.
